<file path="run.sh">
#!/bin/bash
# OpenROAD 26Q1-2900-gdf79404cd8, Yosys 0.63+post, stock flow scripts
make -C /OpenROAD-flow-scripts/flow DESIGN_CONFIG=/design/flow/config.mk WORK_HOME=/design/flow/orfs finish
</file>
<file path="design.v">
`timescale 1ns / 1ps
module butterfly (
    input  wire signed [15:0] u,
    input  wire signed [15:0] v,
    input  wire signed [15:0] zeta,  
    output wire signed [15:0] out_upper,  
    output wire signed [15:0] out_lower   
);
    wire signed [15:0] v_times_zeta;
    montgomery_mul unit_mul (
        .a(v),
        .b(zeta),
        .out(v_times_zeta)
    );
    mod_add unit_add (
        .a(u),
        .b(v_times_zeta),
        .out(out_upper)
    );
    mod_sub unit_sub (
        .a(u),
        .b(v_times_zeta),
        .out(out_lower)
    );
endmodule
`timescale 1ns / 1ps
module dual_port_ram #(
    parameter DATA_WIDTH = 16,   
    parameter ADDR_WIDTH = 8     
)(
    input wire clk,
    input wire we_a,                   
    input wire [ADDR_WIDTH-1:0] addr_a,
    input wire [DATA_WIDTH-1:0] din_a,
    output reg [DATA_WIDTH-1:0] dout_a,
    input wire we_b,                   
    input wire [ADDR_WIDTH-1:0] addr_b,
    input wire [DATA_WIDTH-1:0] din_b,
    output reg [DATA_WIDTH-1:0] dout_b
);
    reg [DATA_WIDTH-1:0] ram [0:(2**ADDR_WIDTH)-1];
    always @(posedge clk) begin
        if (we_a) begin
            ram[addr_a] <= din_a;
        end
        dout_a <= ram[addr_a];
    end
    always @(posedge clk) begin
        if (we_b) begin
            ram[addr_b] <= din_b;
        end
        dout_b <= ram[addr_b];
    end
    integer i;
    initial begin
        for (i=0; i<256; i=i+1) ram[i] = 0;
    end
endmodule
`timescale 1ns / 1ps
module kyber_ntt_top (
    input wire clk,
    input wire rst,
    input wire start,            
    output reg done,             
    output wire [15:0] result_check  
);
    localparam [15:0] ZETA_TEST = 16'd10;  
    localparam STATE_IDLE  = 3'd0;
    localparam STATE_READ  = 3'd1;
    localparam STATE_WAIT  = 3'd2;  
    localparam STATE_CALC  = 3'd3;
    localparam STATE_WRITE = 3'd4;
    localparam STATE_DONE  = 3'd5;
    reg [2:0] state;
    reg [7:0] counter;  
    reg  we_a, we_b;
    reg  [7:0] addr_a, addr_b;
    reg  [15:0] din_a, din_b;
    wire [15:0] dout_a, dout_b;
    wire signed [15:0] bf_out_upper;
    wire signed [15:0] bf_out_lower;
    dual_port_ram #(.DATA_WIDTH(16), .ADDR_WIDTH(8)) memory (
        .clk(clk),
        .we_a(we_a), .addr_a(addr_a), .din_a(din_a), .dout_a(dout_a),
        .we_b(we_b), .addr_b(addr_b), .din_b(din_b), .dout_b(dout_b)
    );
    butterfly core_bf (
        .u(dout_a),       
        .v(dout_b),       
        .zeta(ZETA_TEST),
        .out_upper(bf_out_upper),
        .out_lower(bf_out_lower)
    );
    assign result_check = dout_a;
    always @(posedge clk or posedge rst) begin
        if (rst) begin
            state <= STATE_IDLE;
            counter <= 0;
            done <= 0;
            we_a <= 0; we_b <= 0;
            addr_a <= 0; addr_b <= 0;
        end else begin
            case (state)
                STATE_IDLE: begin
                    done <= 0;
                    counter <= 0;
                    if (start) state <= STATE_READ;
                end
                STATE_READ: begin
                    we_a <= 0; we_b <= 0;  
                    addr_a <= counter * 2;      
                    addr_b <= counter * 2 + 1;  
                    state <= STATE_WAIT;
                end
                STATE_WAIT: begin
                    state <= STATE_CALC;
                end
                STATE_CALC: begin
                    state <= STATE_WRITE;
                end
                STATE_WRITE: begin
                    we_a <= 1; 
                    din_a <= bf_out_upper;  
                    we_b <= 1;
                    din_b <= bf_out_lower;  
                    if (counter == 127) begin
                        state <= STATE_DONE;
                    end else begin
                        counter <= counter + 1;  
                        state <= STATE_READ;
                    end
                end
                STATE_DONE: begin
                    done <= 1;
                    we_a <= 0; we_b <= 0;  
                    state <= STATE_IDLE;   
                end
            endcase
        end
    end
endmodule
`timescale 1ns / 1ps
module mod_add (input [15:0] a, b, output [15:0] out);
    localparam [15:0] Q = 16'd3329;
    wire [16:0] sum = a + b;
    wire [16:0] sub = sum - Q;
    assign out = (sum >= Q) ? sub[15:0] : sum[15:0];
endmodule
`timescale 1ns / 1ps
module mod_sub (input [15:0] a, b, output [15:0] out);
    localparam [15:0] Q = 16'd3329;
    wire [16:0] diff = a - b;
    wire [16:0] add = diff + Q;
    assign out = (a >= b) ? diff[15:0] : add[15:0];
endmodule
`timescale 1ns / 1ps
module montgomery_mul (
    input  wire signed [15:0] a,
    input  wire signed [15:0] b,
    output wire signed [15:0] out
);
localparam [15:0] KYBER_Q = 16'd3329;
localparam integer DATA_W = 16;
    localparam signed [15:0] QPRIME = 16'd3327;
    wire signed [31:0] product;
    wire signed [15:0] k;
    wire signed [31:0] m;
    wire signed [15:0] t;
    wire signed [15:0] res;
    assign product = a * b;
    assign k = product * QPRIME;
    assign m = k * KYBER_Q;
    wire signed [31:0] temp_sub;
    assign temp_sub = product - m;
    assign t = temp_sub[31:16]; 
    assign out = (t < 0) ? (t + KYBER_Q) : t;
endmodule
</file>
<file path="constraint.sdc">
current_design kyber_ntt_top

set clk_period 54.7
set clk_io_pct 0.2

create_clock -name clk0 -period $clk_period [get_ports {clk}]

set non_clock_inputs [all_inputs -no_clocks]
set_input_delay [expr $clk_period * $clk_io_pct] -clock clk0 $non_clock_inputs
set_output_delay [expr $clk_period * $clk_io_pct] -clock clk0 [all_outputs]
</file>
<file path="config.mk">
export PLATFORM = sky130hd
export DESIGN_NAME = kyber_ntt_top
export DESIGN_NICKNAME = kyber_ntt_top
export VERILOG_FILES = /design/flow/design.v
export SDC_FILE = /design/flow/constraint.sdc
export NUM_CORES = 4
export LEC_CHECK = 1
export CORE_UTILIZATION = 40
</file>
==> Changelog: implementation <==
### Metrics

- Outcome: finished, final reports clean
- Power density relative to cell area: 28.5 nW/um2
- Max-slew headroom at the worst pin: 0.262
- Register bit count reported by yosys: about 4,200
- Hold path startpoint: state[2]
- CTS tree: yes
- Top cell by count, worst path: sky130_fd_sc_hd__ha_1
- End of the worst register-to-register path: din_a[1]
- Vias after detailed routing: between 100k and 150k
- Register share after synthesis: 0.608
- Ys cells: roughly 12,000
- Final Setup Violations: 0
- Maximum capacitance violations: 0
- I/O Buffers: 19
- Cell taking the most area after synthesis: sky130_fd_sc_hd__edfxtp_1
- CTS hold repair buffers: 0
- Largest incremental delay on the critical path: ~740 ps
- Setup Fix Bufs, Post-CTS: 0
- Warnings, synthesis: 2
- Data arrival time at the worst-slack endpoint: 16,850 ps
- Per-instance average area after synthesis: ~17 um2
- Measured slew at the worst slew-check pin: between 1000 and 1500 ps
- Layout cell share with drive strength beyond 1: 0.403
- Final cell utilization of the core: 0.450
- Max Freq: approximately 0.062 GHz
- Startpoint of the lowest-slack register-to-register path: memory.dout_b[0]
- Leftover overflow at the end of global routing: 0
- Worst slack, placed: around 39,000 ps
- Drt drc: 0
- Placed Cells incl. Taps: between 15,000 and 20,000
- Highest-count cells in the layout ignoring fill and taps: sky130_fd_sc_hd__edfxtp_1, sky130_fd_sc_hd__mux2_2, sky130_fd_sc_hd__mux4_2
- Fraction of registers with async set or reset after synthesis: 0.00574
- Sort of element at the end of the critical path: register
- Area share of the largest cell type after synthesis: 0.602
- Area enclosed by the die boundary: slightly above 500,000 um2
- Flop-to-flop setup slack: about 39,000 ps
- Routed length per instance: approximately 38 um
- Core Rows: roughly 260
- Slowest cell on the critical path: sky130_fd_sc_hd__a31oi_1
- Iteration count of the initial detailed-routing pass: 5
- Total Routed Length: just over 700 mm
- Worst Path Max Fanout: 14
- Fin Clk Skew: around 100 ps
- Number of top-level pins: 20
- IR Drop Worst-Case VDD: between 0.00003 and 0.00004 V
- Area reported by Yosys stat: a little over 200,000 um2
- Global-route wire length before repair: slightly above 1000 mm
- Worst Hold End: state[5]
- Data required time of the worst path: around 56,000 ps
- Top flip-flop cell by instance count after synthesis: sky130_fd_sc_hd__edfxtp_1
- Vias per cell: around 6.4
- Buffer cell driving the clock tree root: sky130_fd_sc_hd__clkbuf_16
- Count of warning messages emitted by the tools: 65
- DIE HEIGHT: a little over 700 um
- Fp util: 0.401
- Synthesized area: 206,000 um2
- Max clock buf depth: 4
- Family with the most delay on the worst path: AND-OR/OR-AND gates
- Final sum of negative setup slack: 0 ps
- Resize count post-CTS: 0
- Worst Hold Class: register to register
- Number of cells on the worst hold path: 0
- Switching power of the nets: between 1000 and 1500 uW
- Htree depth: 5
- Power share of the clock group: 0.457
- Final hold violation count: 0
- Internal Pwr Total: between 5000 and 6000 uW
- Starting DRT DRC Count: between 9,000 and 10,000
- Seq pwr share: 0.530
- Worst reg2reg path depth: 55
- Buffers and inverters on the worst path: 5
- Crit path setup slack, layout: 38,650 ps
- Std-Cell Core Area: between 500,000 and 600,000 um2
- Global placement routability congestion: between 1 and 1.5
- Time the final worst path needs with I/O delays and setup: roughly 16,000 ps
- All-layer global routing usage: 0.303
- Largest net degree at the start of global routing: between 100 and 150
- Post-route ant nets: 0
- Unrepaired setup endpoints after global routing: no
- Mapped Cells: approximately 12,000
- P_leak: 0.0748 uW
- Flip-flops with a built-in enable: 4,128
- Most frequent logic cell in the layout: sky130_fd_sc_hd__edfxtp_1
- Overall Power: roughly 6600 uW
- Later-pin clock latency in the skew report: approximately 1100 ps
- DP HPWL: 455 mm
- Clock-pin slew reported for the worst setup and hold paths after clock tree synthesis: around 60 ps
- Logic pwr share: 0.013
- Max-slew violation count: 0
- Area growth from synthesis to final layout: 12.1%
- Number of unique standard cell types used by synthesis: ~97
- Number of clock sinks: about 4,200
- Final instance count without filler cells: about 19,000
- Top cells by area: sky130_fd_sc_hd__edfxtp_1, sky130_fd_sc_hd__mux4_2, sky130_fd_sc_hd__mux2_2
- Category of the worst setup path launch point: register
- Share of total power consumed by net switching: 0.204
- Initial antenna violation count: between 70 and 80
- Die width: about 700 um
- Fin crit share: 0.293
- Via count of the first global-routing pass: about 130k
- Total clock buffers created by CTS: 434
- Category of the most critical setup path: register to register
## cell families (layout without fill, tap and decap cells)
group | Yosys count | in the layout | share of synthesized area
flops | 4184 | 4184 | 0.608
mux | 3417 | 3417 | 0.260
compound gates | 1601 | 1601 | 0.0581
buf+inv | 1454 | 1772 | 0.0280
simple gates | 804 | 804 | 0.0207
fa+ha+maj | 280 | 280 | 0.0193
xor+xnor | 128 | 128 | 0.00555
other cells | 0 | 131 | 0
## per-layer routing
layer	share of wire	wire (um)	up-vias	track usage
met5	0.0060	4330	-	0.0755
met4	0.062	44700	119	0.142
met3	0.20	146000	1804	0.266
met2	0.43	315000	10045	0.412
met1	0.30	215000	61196	0.323
li1	-	-	49346	-
## metrics by stage
stage                     instance area [um2]  hold WS, ps
after floorplan                        206000          331
after global placement                 216000          335
after detailed placement               216000          336
after CTS                              231000          350
after global routing                   231000          353
final                                  231000          349
## synth_stat cells (115+ instances only)
master,n
sky130_fd_sc_hd__edfxtp_1,4128
sky130_fd_sc_hd__mux2_2,2059
sky130_fd_sc_hd__mux4_2,1348
sky130_fd_sc_hd__clkbuf_1,854
sky130_fd_sc_hd__a22oi_1,751
sky130_fd_sc_hd__inv_1,232
sky130_fd_sc_hd__ha_1,217
sky130_fd_sc_hd__nor2_1,176
sky130_fd_sc_hd__buf_2,172
sky130_fd_sc_hd__nand4_1,168
sky130_fd_sc_hd__buf_1,165
sky130_fd_sc_hd__a221oi_1,147
sky130_fd_sc_hd__a22o_1,141
sky130_fd_sc_hd__nand2_1,127
sky130_fd_sc_hd__a21oi_1,115
## how the worst max path moves through the flow
stage,start,to,cells after the start
after CTS,memory.dout_b[0],din_a[1],55
after global routing,memory.dout_b[0],din_a[1],56
final,memory.dout_b[0],din_a[1],55
## state kept, by name, summed over array words and instances (netlist names)
signal	cells
addr_b	8
counter	8
din_a	16
din_b	16
done	1
memory.dout_a	16
memory.dout_b	16
memory.ram	4096
state	6
we_b	1
## power groups by stage
stage	combinational (uW)	clock, uW	sequential [uW]
CTS	84.4	3030	3490
finish	85.9	3010	3490
global route	91.7	3150	3490
## layout make-up
type	count	area, um2
Tap cell	6757	8450
Multi-Input combinational cell	6230	75700
Sequential cell	4184	125000
Antenna cell	131	328
Clock inverter	256	2750
Clock buffer	540	11500
Inverter	236	886
Timing Repair Buffer	740	5970
Fill cell	42495	282000
Power is estimated from default activity; no workload was simulated.
